==> design/flow/design.v <==
module epsilon_greedy_selector #(
    parameter Q_WIDTH = 32
)(
    input  logic clk,
    input  logic rst,
    input  logic [2:0] state_i,
    input  logic [2:0] state_j,
    input  logic [Q_WIDTH-1:0] q0,   
    input  logic [Q_WIDTH-1:0] q1,   
    input  logic [Q_WIDTH-1:0] q2,   
    input  logic [Q_WIDTH-1:0] q3,   
    input  logic [15:0] epsilon,     
    input  logic [15:0] rand_val,    
    output logic [1:0] selected_action
);
    logic [1:0] greedy_action;
    logic [1:0] random_action;
    always_comb begin
        if (q0 >= q1 && q0 >= q2 && q0 >= q3) greedy_action = 2'd0;
        else if (q1 >= q2 && q1 >= q3)        greedy_action = 2'd1;
        else if (q2 >= q3)                    greedy_action = 2'd2;
        else                                  greedy_action = 2'd3;
    end
    always_comb begin
        random_action = rand_val[1:0];
    end
    always_ff @(posedge clk or posedge rst) begin
        if (rst)
            selected_action <= 2'd0;
        else begin
            if (rand_val < epsilon)
                selected_action <= random_action;
            else
                selected_action <= greedy_action;
        end
    end
endmodule
==> design/flow/run.sh <==
#!/bin/bash
# OpenROAD 26Q1-2900-gdf79404cd8, Yosys 0.63+post, stock flow scripts
make -C /OpenROAD-flow-scripts/flow DESIGN_CONFIG=/design/flow/config.mk WORK_HOME=/design/flow/orfs finish
==> design/flow/config.mk <==
export PLATFORM = sky130hd
export DESIGN_NAME = epsilon_greedy_selector
export DESIGN_NICKNAME = epsilon_greedy_selector
export VERILOG_FILES = /design/flow/design.v
export SDC_FILE = /design/flow/constraint.sdc
export NUM_CORES = 4
export LEC_CHECK = 1
export CORE_UTILIZATION = 50
==> design/flow/constraint.sdc <==
current_design epsilon_greedy_selector

set clk_period 1.0
set clk_io_pct 0.2

create_clock -name clk0 -period $clk_period [get_ports {clk}]

set non_clock_inputs [all_inputs -no_clocks]
set_input_delay [expr $clk_period * $clk_io_pct] -clock clk0 $non_clock_inputs
set_output_delay [expr $clk_period * $clk_io_pct] -clock clk0 [all_outputs]
==> flow_summary.toml <==
# yosys + openroad results
[synth]
top_cells_by_area = "ha_1 (54%), inv_1 (9.0%), a21oi_1 (7.7%)"
yosys_area_sq_um = 4820
aoi_share_pct = 22.8
syn_inst = 638
ys_seq_share_pct = 1.04
synth-xor-area-share_pct = 0
synth.cell_area_sq_um = 4820
synthAdderAreaFrac_pct = 53.7
simple_gate_share_pct = 13.4
ys_cells = 638
synthTopLogicFamily = "adder cells"
ys_ff = 2
yosysUniqueCellTypes = 39
synth_top_area_share_pct = 53.7
synth_warnings = 1
avgSynthCellArea_sq_um = 7.56
mux_area_share_pct = 0
synth_top_cell_by_area = "ha_1"

[clocking]
clock_path_buffers = 2
cts_made_buffers = 3
cts_sinks = 2
cts_max_level = 1
clockRootBuffer = "clkbuf_8"

[outcome]
lastStage = "global routing"
outcome = "did not finish"
tool.error = "[ERROR DPL-0036] Detailed placement failed."

[place]
place.gp.congestion = 0.977
dp.cells = 1069
hpwl_um = 13900
portBuffers = 163

[global_route]
grt_max_degree = 5

[floorplan]
dieWidth_um = 100
initial_utilization_pct = 52.0
die-height_um = 100
num_rows = 35
boundaryPins = 170

[timing]
worst_path_end_type = "register data pin"
crit_endpoint = "selected_action[1]$_DFF_PP0_/D"
metrics by stage:
step,power (uW),utilization (%),hold slack (ps),setup WS (ps),instance area [sq um]
detailed placement,3360,84.7,364,-2140,7860
floorplan,1590,-,-58.8,-967,5020
CTS,4070,92.2,144,-1200,8560
global placement,3250,84.7,366,-2000,7860
cell usage after synthesis (all sizes together):
master     n
ha       207
inv      116
a21oi     74
nand2     47
o21ai     38
nor2      27
a21o      23
nand4     23
nand3     10
a211oi     8
a2111oi    7
nor3       7
a221oi     5
and4       5
a211o      4
nand2b     4
nor4       4
nor2b      3
o21a       3
a21boi     2
a31oi      2
a41oi      2
dfrtp      2
o22a       2
or3        2
a2111o     1
a221o      1
a22o       1
a22oi      1
a31o       1
nor3b      1
o2111a     1
o2111ai    1
o211ai     1
o31ai      1
or4        1
cells by family after synthesis:
| family | Yosys count |
|---|---|
| adders and majority gates | 207 |
| AOI/OAI and AO/OA | 179 |
| and+or+nand+nor | 134 |
| buffers and inverters | 116 |
| DFF | 2 |
what timing repair did:
item / CTS
pin swaps: 74
setup buffers: 14
gates resized: 309
setup endpoints to repair: 4
hold buffers: 0
No activity file was given, so power comes from the tool's default toggle rates.
