[flow/constraint.sdc]
current_design lif_neuron

set clk_period 5.4
set clk_io_pct 0.2

create_clock -name clk0 -period $clk_period [get_ports {clk}]

set non_clock_inputs [all_inputs -no_clocks]
set_input_delay [expr $clk_period * $clk_io_pct] -clock clk0 $non_clock_inputs
set_output_delay [expr $clk_period * $clk_io_pct] -clock clk0 [all_outputs]
[flow/config.mk]
export PLATFORM = sky130hd
export DESIGN_NAME = lif_neuron
export DESIGN_NICKNAME = lif_neuron
export VERILOG_FILES = /design/flow/design.v
export SDC_FILE = /design/flow/constraint.sdc
export NUM_CORES = 4
export LEC_CHECK = 1
export CORE_AREA = 10 10 91 91
export DIE_AREA = 0 0 101 101
[flow/run.sh]
#!/bin/bash
# OpenROAD 26Q1-2900-gdf79404cd8, Yosys 0.63+post, stock flow scripts
make -C /OpenROAD-flow-scripts/flow DESIGN_CONFIG=/design/flow/config.mk WORK_HOME=/design/flow/orfs finish
[flow/design.v]
module lif_neuron #(
    parameter WIDTH = 8,
    parameter THRESHOLD = 100,
    parameter LEAK = 1,
    parameter REFRACTORY = 5
)(
    input wire clk,
    input wire reset,
    input wire [WIDTH-1:0] input_current,
    output reg spike
);
    reg [WIDTH+1:0] membrane_potential = 0;
    reg [$clog2(REFRACTORY+1)-1:0] refractory_counter = 0;
    always @(posedge clk or posedge reset) begin
        if (reset) begin
            membrane_potential <= 0;
            spike <= 0;
            refractory_counter <= 0;
        end else begin
            if (refractory_counter > 0) begin
                refractory_counter <= refractory_counter - 1;
                spike <= 0;
            end else begin
                membrane_potential <= membrane_potential + input_current - LEAK;
                if (membrane_potential >= THRESHOLD) begin
                    spike <= 1;
                    membrane_potential <= 0;
                    refractory_counter <= REFRACTORY;
                end else begin
                    spike <= 0;
                end
            end
        end
    end
endmodule
==> impl_metrics.json <==
{
  "chipArea_um2": 10200,
  "crit_chain": "clkdlybuf4s50_1, inv_1, ha_1, inv_1, ha_1, fa_1, a211oi_1, o21ai_0, o2111a_1, a221o_1",
  "reg2reg_to": "membrane_potential[9]",
  "slowest_delay_ns": 0.45,
  "cp.depth": 10,
  "layout_top_cell": "inv_1",
  "fmax_mhz": 297.6,
  "cts.clk_slew.worst_paths_ns": 0.06,
  "cts.sinks": 14,
  "met3_usage_pct": 1.386,
  "fillers": 683,
  "cts_root_buf": "clkbuf_8",
  "yosys_warnings": 1,
  "place_congestion": 0.8744,
  "crit_fanout": 3,
  "rrSetupSlack_ns": 3.00,
  "met2_usage_pct": 7.666,
  "cts_resized": 0,
  "track_usage_pct": 4.665,
  "cellPowerDensity_nw_per_um2": 485.8,
  "xor_area_share_pct": 2.362,
  "slew_viol_final": 0,
  "insertion_delay_ns": 0.24,
  "fin_crit_sh_pct": 62.22,
  "cpMaxStageDelayCell": "clkdlybuf4s50_1",
  "r2r_start": "membrane_potential[1]",
  "met1_usage_pct": 6.226,
  "cp_data_required_time_ns": 5.53,
  "hold_viol": 0,
  "arrival_ns": 3.49,
  "min_period_ns": 3.360,
  "busiest_layer": "met2",
  "cp_top_family": "AND-OR/OR-AND gates",
  "cp-end-kind": "flip-flop",
  "port_buffers": 10,
  "logic_family": "adder cells",
  "warnings": 25,
  "outcome": "finished, final reports clean",
  "num_rows": 29,
  "dp_cells": 214,
  "peakVddDrop_uv": 164.4,
  "worstMarginPinSlew_ns": 0.5401,
  "htree_levels": 1,
  "fp_util_pct": 17.52,
  "yosys-stat-area_um2": 1112,
  "antenna_found_initial": 0,
  "die_h_um": 101,
  "ys_sh_adder_pct": 22.05,
  "first_global_vias": 886,
  "core_um2": 6350,
  "final-setup-viol-count": 0,
  "p_leak_uw": 0.0006736,
  "grt_pass1_wl_um": 3981,
  "synthSimpleGateAreaFrac_pct": 9.449,
  "ys_seq_share_pct": 31.50,
  "post_cts_buffers": 0,
  "drt-initial-drc-count": 42,
  "max-cap-violations": 0,
  "insertedDiodeCount": 0,
  "rsz0062_at_grt": "no",
  "startpoint": "input_current[1]",
  "ios": 11,
  "cts_buffers": 3,
  "relSlewSlack_pct": 63.95,
  "mappedNetlistArea_um2": 1112,
  "wl_per_cell_um": 9.963,
  "routed_via_density": 3.913,
  "overflow": 0,
  "final_cell_mix": "inv_1 (36), ha_1 (18), dfrtp_1 (14)",
  "numSynthFlops": 14,
  "rr_worst_depth": 9,
  "synthDistinctLibCells": 28,
  "synthCells": 129,
  "fin_tns_setup_ns": 0,
  "placed_cell_area_um2": 1292,
  "crit_type": "primary input to flip-flop",
  "fin_cells": 218,
  "drtPass1Iterations": 4,
  "hpwl_um": 1747,
  "path_buffers": 3,
  "synth_area_per_cell_um2": 8.623,
  "area_growth_pct": 21.15,
  "vias": 853,
  "tritoncts": "yes",
  "cts_max_path_buffers": 2,
  "die_w_um": 101,
  "design_area_um2": 1348,
  "mux_share_pct": 0,
  "route.detailed.drc": 0,
  "grt_max_degree": 15,
  "start_kind": "primary input",
  "endpoint": "membrane_potential[9]",
  "synthAoiAreaFrac_pct": 21.03,
  "drive_gt1_share_pct": 5.674,
  "postCtsHoldBufs": 0,
  "drt_wl_total_um": 2172,
  "skew_ns": 0.001423,
  "hp-class": "flip-flop to flip-flop",
  "ys_cells": 129,
  "ant_nets": 0
}
[cell families after synthesis]
kind of cell	Yosys count
AND-OR/OR-AND	33
XOR/XNOR	3
adder cells (fa/ha/maj)	19
buffers and inverters	38
flip-flops	14
AND/OR/NAND/NOR	22
[through the flow]
| stage | total power [µW] | setup slack (ns) | hold WS [ns] | util (%) |
|---|---|---|---|---|
| 2_1_floorplan | 477.6 | 2.386 | 0.4603 | - |
| 3_3_place_gp | 548.5 | 1.787 | 0.4873 | 20.35 |
| 3_5_place_dp | 555.2 | 1.789 | 0.4823 | 20.35 |
| 4_1_cts | 659.7 | 2.034 | 0.4957 | 21.22 |
| 5_1_grt | 736.3 | 1.922 | 0.5082 | 21.22 |
| 6_report | 654.6 | 2.040 | 0.4907 | 21.22 |
[registers in the layout, summed over array words and instances (netlist names)]
register / cells
membrane_potential: 10
refractory_counter: 3
spike: 1
[worst min path at each step]
stage                    startpoint  slack (ns)  cells past startpoint                     to
CTS           refractory_counter[0]        0.50                      1  refractory_counter[0]
global route  refractory_counter[0]        0.51                      1  refractory_counter[0]
finish        refractory_counter[0]        0.49                      1  refractory_counter[0]
[final cells by class]
| type | instances | area (µm²) | share of cell area [%] |
|---|---|---|---|
| flip-flops and latches | 14 | 350.3 | 26.00 |
| inverters | 36 | 135.1 | 10.03 |
| multi-input cells | 77 | 610.6 | 45.31 |
| clock buffers | 4 | 55.05 | 4.085 |
| well taps | 77 | 96.34 | 7.150 |
| repair buffers | 10 | 100.1 | 7.428 |
[layer usage]
layer	up-vias	routed length, µm	part of all wire (%)
li1	452	-	-
met1	388	1077	50
met2	11	1006	46
met3	2	82	3.8
met4	0	5	0.23
met5	-	0	0
[power breakdown]
part | switching (µW) | internal [µW] | total [µW]
Clock | 36.3 | 64.5 | 101
Combinational | 214 | 171 | 385
Sequential | 22.1 | 146 | 169
[synth_stat cells]
cell / number / area (µm²)
o32ai_2: 2 / 32.53
xnor2_1: 2 / 17.52
a32o_1: 1 / 10.01
o311a_1: 1 / 10.01
nor3b_1: 1 / 7.510
o2111a_1: 1 / 11.26
a211oi_1: 3 / 22.52
dfrtp_1: 14 / 350.3
o211ai_1: 2 / 15.01
nand2b_1: 1 / 6.260
nor2_1: 10 / 37.54
o22ai_1: 4 / 25.02
a21oi_1: 7 / 35.03
ha_1: 18 / 225.2
nand3b_1: 1 / 7.510
inv_1: 36 / 135.1
buf_2: 1 / 5.000
and3_1: 1 / 6.260
buf_6: 1 / 11.26
or2_2: 2 / 12.51
xor2_1: 1 / 8.760
o21ai_0: 8 / 40.04
a221o_1: 1 / 10.01
fa_1: 1 / 20.02
or2_1: 1 / 6.260
nand2_1: 3 / 11.26
nand3_1: 2 / 10.01
a21o_1: 3 / 22.52
Power and IR drop assume default switching activity.
